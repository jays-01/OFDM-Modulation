[/design/flow/design.v]
module IFFT2 #(
    parameter DATA_WIDTH = 16,
    parameter DATA_WIDTH_I = 3,
    parameter DATA_WIDTH_F = 12,
    parameter OUTPUT_WIDTH = DATA_WIDTH
)(
    input clk,
    input reset,
    input reg signed  [DATA_WIDTH-1:0] X_0_re,
    input reg signed  [DATA_WIDTH-1:0] X_0_im,
    input reg signed  [DATA_WIDTH-1:0] X_1_re,
    input reg signed  [DATA_WIDTH-1:0] X_1_im,
    input reg signed  [DATA_WIDTH-1:0] twiddle_re,
    input reg signed  [DATA_WIDTH-1:0] twiddle_im,
    output reg signed [OUTPUT_WIDTH-1:0] Y_0_re,
    output reg signed [OUTPUT_WIDTH-1:0] Y_1_re,
    output reg signed [OUTPUT_WIDTH-1:0] Y_0_im,
    output reg signed [OUTPUT_WIDTH-1:0] Y_1_im
);
    reg signed [DATA_WIDTH-1:0] Y_0_re_temp;
    reg signed [DATA_WIDTH-1:0] Y_0_im_temp;
    reg signed [DATA_WIDTH-1:0] Y_1_re_temp;
    reg signed [DATA_WIDTH-1:0] Y_1_im_temp;
    assign Y_0_re_temp = X_0_re + X_1_re;
    assign Y_0_im_temp = X_0_im + X_1_im;
    complex_multiplier instance_1 (
        .real_a(X_0_re - X_1_re),
        .real_b(twiddle_re),
        .imag_a(X_0_im - X_1_im),
        .imag_b(twiddle_im),
        .real_result(Y_1_re_temp),
        .imag_result(Y_1_im_temp)
    );
    always @(posedge clk) begin
        if(reset) begin
            Y_0_re = 0;
            Y_0_im = 0;
            Y_1_re = 0;
            Y_1_im = 0;
        end
        else begin
            Y_0_re = Y_0_re_temp;
            Y_0_im = Y_0_im_temp;
            Y_1_re = Y_1_re_temp;
            Y_1_im = Y_1_im_temp;
        end
    end 
endmodule
module IFFT8 #(
    parameter INPUT_WIDTH = 16,
    parameter OUTPUT_WIDTH = INPUT_WIDTH
) (
    input clk,
    input reset,
    input  signed [INPUT_WIDTH-1:0] X_0_re,
    input  signed [INPUT_WIDTH-1:0] X_0_im,
    input  signed [INPUT_WIDTH-1:0] X_1_re,
    input  signed [INPUT_WIDTH-1:0] X_1_im,
    input  signed [INPUT_WIDTH-1:0] X_2_re,
    input  signed [INPUT_WIDTH-1:0] X_2_im,
    input  signed [INPUT_WIDTH-1:0] X_3_re,
    input  signed [INPUT_WIDTH-1:0] X_3_im,
    input  signed [INPUT_WIDTH-1:0] X_4_re,
    input  signed [INPUT_WIDTH-1:0] X_4_im,
    input  signed [INPUT_WIDTH-1:0] X_5_re,
    input  signed [INPUT_WIDTH-1:0] X_5_im,
    input  signed [INPUT_WIDTH-1:0] X_6_re,
    input  signed [INPUT_WIDTH-1:0] X_6_im,
    input  signed [INPUT_WIDTH-1:0] X_7_re,
    input  signed [INPUT_WIDTH-1:0] X_7_im,
    output reg signed [OUTPUT_WIDTH-1:0] Y_0_re,
    output reg signed [OUTPUT_WIDTH-1:0] Y_0_im,
    output reg signed [OUTPUT_WIDTH-1:0] Y_1_re,
    output reg signed [OUTPUT_WIDTH-1:0] Y_1_im,
    output reg signed [OUTPUT_WIDTH-1:0] Y_2_re,
    output reg signed [OUTPUT_WIDTH-1:0] Y_2_im,
    output reg signed [OUTPUT_WIDTH-1:0] Y_3_re,
    output reg signed [OUTPUT_WIDTH-1:0] Y_3_im,
    output reg signed [OUTPUT_WIDTH-1:0] Y_4_re,
    output reg signed [OUTPUT_WIDTH-1:0] Y_4_im,
    output reg signed [OUTPUT_WIDTH-1:0] Y_5_re,
    output reg signed [OUTPUT_WIDTH-1:0] Y_5_im,
    output reg signed [OUTPUT_WIDTH-1:0] Y_6_re,
    output reg signed [OUTPUT_WIDTH-1:0] Y_6_im,
    output reg signed [OUTPUT_WIDTH-1:0] Y_7_re,
    output reg signed [OUTPUT_WIDTH-1:0] Y_7_im
);
    wire signed [INPUT_WIDTH-1:0] stage_1_re [0:7];
    wire signed [INPUT_WIDTH-1:0] stage_1_im [0:7];
    wire signed [INPUT_WIDTH-1:0] stage_2_re [0:7];
    wire signed [INPUT_WIDTH-1:0] stage_2_im [0:7];
    reg signed [INPUT_WIDTH-1:0] stage_3_re [0:7];
    reg signed [INPUT_WIDTH-1:0] stage_3_im [0:7];
    reg signed [INPUT_WIDTH-1:0] twiddle_re [0:7];
    reg signed [INPUT_WIDTH-1:0] twiddle_im [0:7];
    initial begin
        $readmemb("/home/jaysoni/Desktop/OFDM/MATLAB/twiddle_img.txt", twiddle_im);
        $readmemb("/home/jaysoni/Desktop/OFDM/MATLAB/twiddle_real.txt",twiddle_re);
    end
    IFFT2 stage_1_instance_1 (
        .clk(clk),
        .reset(reset),
        .X_0_re(X_0_re),
        .X_0_im(X_0_im),
        .X_1_re(X_4_re),
        .X_1_im(X_4_im),
        .twiddle_re(twiddle_re[0]),
        .twiddle_im(twiddle_im[0]),
        .Y_0_re(stage_1_re[0]),
        .Y_0_im(stage_1_im[0]),
        .Y_1_re(stage_1_re[4]),
        .Y_1_im(stage_1_im[4])
    );
    IFFT2 stage_1_instance_2(
        .clk(clk),
        .reset(reset),
        .X_0_re(X_1_re),
        .X_0_im(X_1_im),
        .X_1_re(X_5_re),
        .X_1_im(X_5_im),
        .twiddle_re(twiddle_re[0]),
        .twiddle_im(twiddle_im[0]),
        .Y_0_re(stage_1_re[1]),
        .Y_0_im(stage_1_im[1]),
        .Y_1_re(stage_1_re[5]),
        .Y_1_im(stage_1_im[5])
    );
    IFFT2 stage_1_instance_3(
        .clk(clk),
        .reset(reset),
        .X_0_re(X_2_re),
        .X_0_im(X_2_im),
        .X_1_re(X_6_re),
        .X_1_im(X_6_im),
        .twiddle_re(twiddle_re[2]),
        .twiddle_im(twiddle_im[2]),
        .Y_0_re(stage_1_re[2]),
        .Y_0_im(stage_1_im[2]),
        .Y_1_re(stage_1_re[6]),
        .Y_1_im(stage_1_im[6])
    );
    IFFT2 stage_1_instance_4(
        .clk(clk),
        .reset(reset),
        .X_0_re(X_3_re),
        .X_0_im(X_3_im),
        .X_1_re(X_7_re),
        .X_1_im(X_7_im),
        .twiddle_re(twiddle_re[2]),
        .twiddle_im(twiddle_im[2]),
        .Y_0_re(stage_1_re[3]),
        .Y_0_im(stage_1_im[3]),
        .Y_1_re(stage_1_re[7]),
        .Y_1_im(stage_1_im[7])
    );
    IFFT2 stage_2_instance_1 (
        .clk(clk),
        .reset(reset),
        .X_0_re(stage_1_re[0]),
        .X_0_im(stage_1_im[0]),
        .X_1_re(stage_1_re[2]),
        .X_1_im(stage_1_im[2]),
        .twiddle_re(twiddle_re[0]),
        .twiddle_im(twiddle_im[0]),
        .Y_0_re(stage_2_re[0]),
        .Y_0_im(stage_2_im[0]),
        .Y_1_re(stage_2_re[2]),
        .Y_1_im(stage_2_im[2])
    );
    IFFT2 stage_2_instance_2(
        .clk(clk),
        .reset(reset),
        .X_0_re(stage_1_re[1]),
        .X_0_im(stage_1_im[1]),
        .X_1_re(stage_1_re[3]),
        .X_1_im(stage_1_im[3]),
        .twiddle_re(twiddle_re[2]),
        .twiddle_im(twiddle_im[2]),
        .Y_0_re(stage_2_re[1]),
        .Y_0_im(stage_2_im[1]),
        .Y_1_re(stage_2_re[3]),
        .Y_1_im(stage_2_im[3])
    );
    IFFT2 stage_2_instance_3(
        .clk(clk),
        .reset(reset),
        .X_0_re(stage_1_re[4]),
        .X_0_im(stage_1_im[4]),
        .X_1_re(stage_1_re[6]),
        .X_1_im(stage_1_im[6]),
        .twiddle_re(twiddle_re[0]),
        .twiddle_im(twiddle_im[0]),
        .Y_0_re(stage_2_re[4]),
        .Y_0_im(stage_2_im[4]),
        .Y_1_re(stage_2_re[6]),
        .Y_1_im(stage_2_im[6])
    );
    IFFT2 stage_2_instance_4(
        .clk(clk),
        .reset(reset),
        .X_0_re(stage_1_re[5]),
        .X_0_im(stage_1_im[5]),
        .X_1_re(stage_1_re[7]),
        .X_1_im(stage_1_im[7]),
        .twiddle_re(twiddle_re[2]),
        .twiddle_im(twiddle_im[2]),
        .Y_0_re(stage_2_re[5]),
        .Y_0_im(stage_2_im[5]),
        .Y_1_re(stage_2_re[7]),
        .Y_1_im(stage_2_im[7])
    );
    IFFT2 stage_3_instance_1 (
        .clk(clk),
        .reset(reset),
        .X_0_re(stage_2_re[0]),
        .X_0_im(stage_2_im[0]),
        .X_1_re(stage_2_re[1]),
        .X_1_im(stage_2_im[1]),
        .twiddle_re(twiddle_re[0]),
        .twiddle_im(twiddle_im[0]),
        .Y_0_re(stage_3_re[0]),
        .Y_0_im(stage_3_im[0]),
        .Y_1_re(stage_3_re[1]),
        .Y_1_im(stage_3_im[1])
    );
    IFFT2 stage_3_instance_2(
        .clk(clk),
        .reset(reset),
        .X_0_re(stage_2_re[2]),
        .X_0_im(stage_2_im[2]),
        .X_1_re(stage_2_re[3]),
        .X_1_im(stage_2_im[3]),
        .twiddle_re(twiddle_re[0]),
        .twiddle_im(twiddle_im[0]),
        .Y_0_re(stage_3_re[2]),
        .Y_0_im(stage_3_im[2]),
        .Y_1_re(stage_3_re[3]),
        .Y_1_im(stage_3_im[3])
    );
    IFFT2 stage_3_instance_3(
        .clk(clk),
        .reset(reset),
        .X_0_re(stage_2_re[4]),
        .X_0_im(stage_2_im[4]),
        .X_1_re(stage_2_re[5]),
        .X_1_im(stage_2_im[5]),
        .twiddle_re(twiddle_re[0]),
        .twiddle_im(twiddle_im[0]),
        .Y_0_re(stage_3_re[4]),
        .Y_0_im(stage_3_im[4]),
        .Y_1_re(stage_3_re[5]),
        .Y_1_im(stage_3_im[5])
    );
    IFFT2 stage_3_instance_4(
        .clk(clk),
        .reset(reset),
        .X_0_re(stage_2_re[6]),
        .X_0_im(stage_2_im[6]),
        .X_1_re(stage_2_re[7]),
        .X_1_im(stage_2_im[7]),
        .twiddle_re(twiddle_re[0]),
        .twiddle_im(twiddle_im[0]),
        .Y_0_re(stage_3_re[6]),
        .Y_0_im(stage_3_im[6]),
        .Y_1_re(stage_3_re[7]),
        .Y_1_im(stage_3_im[7])
    );
    assign Y_0_re = stage_3_re[0]>>3;
    assign Y_0_im = stage_3_re[0]>>3;
    assign Y_1_re = stage_3_re[4]>>3;
    assign Y_1_im = stage_3_re[4]>>3;
    assign Y_2_re = stage_3_re[2]>>3;
    assign Y_2_im = stage_3_re[2]>>3;
    assign Y_3_re = stage_3_re[6]>>3;
    assign Y_3_im = stage_3_re[6]>>3;
    assign Y_4_re = stage_3_re[1]>>3;
    assign Y_4_im = stage_3_re[1]>>3;
    assign Y_5_re = stage_3_re[5]>>3;
    assign Y_5_im = stage_3_re[5]>>3;
    assign Y_6_re = stage_3_re[3]>>3;
    assign Y_6_im = stage_3_re[3]>>3;
    assign Y_7_re = stage_3_re[7]>>3;
    assign Y_7_im = stage_3_re[7]>>3;
endmodule
module complex_multiplier #(
    parameter DATA_WIDTH = 16,           
    parameter DATA_WIDTH_F = 14,         
    parameter DATA_WIDTH_I = 1,          
    parameter OUTPUT_WIDTH = DATA_WIDTH   
)(
    input signed [DATA_WIDTH-1:0] real_a,    
    input signed [DATA_WIDTH-1:0] imag_a,    
    input signed [DATA_WIDTH-1:0] real_b,    
    input signed [DATA_WIDTH-1:0] imag_b,    
    output signed [OUTPUT_WIDTH-1:0] real_result,   
    output signed [OUTPUT_WIDTH-1:0] imag_result   
);
assign real_result = real_a * real_b - imag_a * imag_b;
assign imag_result = real_a * imag_b + imag_a * real_b;
endmodule
module qam16_mapper (
    input  [3:0] bits_in,
    output reg [15:0] bits_out_re,
    output reg [15:0] bits_out_im
);
always @(*) begin
    case (bits_in[3:2])
        2'b00 : bits_out_re <= 16'b1111111111111101;
        2'b01 : bits_out_re <= 16'b1111111111111111;
        2'b11 : bits_out_re <= 16'b0000000000000001;
        2'b10 : bits_out_re <= 16'b0000000000000011;
    endcase
    case (bits_in[1:0])
        2'b00 : bits_out_im <= 16'b1111111111111101;
        2'b01 : bits_out_im <= 16'b1111111111111111;
        2'b11 : bits_out_im <= 16'b0000000000000001;
        2'b10 : bits_out_im <= 16'b0000000000000011;
    endcase
end
endmodule
module modulator #(
    parameter INPUT_WIDTH = 4,
    parameter OUTPUT_WIDTH = 16
)(
    input clk,
    input reset,
    input [8*INPUT_WIDTH-1:0] data_in,
    output reg signed [OUTPUT_WIDTH-1:0] Y_0_re,
    output reg signed [OUTPUT_WIDTH-1:0] Y_0_im,
    output reg signed [OUTPUT_WIDTH-1:0] Y_1_re,
    output reg signed [OUTPUT_WIDTH-1:0] Y_1_im,
    output reg signed [OUTPUT_WIDTH-1:0] Y_2_re,
    output reg signed [OUTPUT_WIDTH-1:0] Y_2_im,
    output reg signed [OUTPUT_WIDTH-1:0] Y_3_re,
    output reg signed [OUTPUT_WIDTH-1:0] Y_3_im,
    output reg signed [OUTPUT_WIDTH-1:0] Y_4_re,
    output reg signed [OUTPUT_WIDTH-1:0] Y_4_im,
    output reg signed [OUTPUT_WIDTH-1:0] Y_5_re,
    output reg signed [OUTPUT_WIDTH-1:0] Y_5_im,
    output reg signed [OUTPUT_WIDTH-1:0] Y_6_re,
    output reg signed [OUTPUT_WIDTH-1:0] Y_6_im,
    output reg signed [OUTPUT_WIDTH-1:0] Y_7_re,
    output reg signed [OUTPUT_WIDTH-1:0] Y_7_im
);
    wire signed [15:0] constellation_re [0:7];
    wire signed [15:0] constellation_im [0:7];
    qam16_mapper instance_0(
        .bits_in(data_in[31:28]),
        .bits_out_re(constellation_re[0]),
        .bits_out_im(constellation_im[0])
    );
    qam16_mapper instance_1(
        .bits_in(data_in[27:24]),
        .bits_out_re(constellation_re[1]),
        .bits_out_im(constellation_im[1])
    );
    qam16_mapper instance_2(
        .bits_in(data_in[22:19]),
        .bits_out_re(constellation_re[2]),
        .bits_out_im(constellation_im[2])
    );
    qam16_mapper instance_3(
        .bits_in(data_in[18:15]),
        .bits_out_re(constellation_re[3]),
        .bits_out_im(constellation_im[3])
    );
    qam16_mapper instance_4(
        .bits_in(data_in[14:11]),
        .bits_out_re(constellation_re[4]),
        .bits_out_im(constellation_im[4])
    );
    qam16_mapper instance_5(
        .bits_in(data_in[10:7]),
        .bits_out_re(constellation_re[5]),
        .bits_out_im(constellation_im[5])
    );
    qam16_mapper instance_6(
        .bits_in(data_in[6:3]),
        .bits_out_re(constellation_re[6]),
        .bits_out_im(constellation_im[6])
    );
    qam16_mapper instance_7(
        .bits_in(data_in[3:0]),
        .bits_out_re(constellation_re[7]),
        .bits_out_im(constellation_im[7])
    );
    IFFT8 ifft8(
    .reset(reset),
    .clk(clk),
    .X_0_re(constellation_re[0]),
    .X_0_im(constellation_im[0]),
    .X_1_re(constellation_re[1]),
    .X_1_im(constellation_im[1]),
    .X_2_re(constellation_re[2]),
    .X_2_im(constellation_im[2]),
    .X_3_re(constellation_re[3]),
    .X_3_im(constellation_im[3]),
    .X_4_re(constellation_re[4]),
    .X_4_im(constellation_im[4]),
    .X_5_re(constellation_re[5]),
    .X_5_im(constellation_im[5]),
    .X_6_re(constellation_re[6]),
    .X_6_im(constellation_im[6]),
    .X_7_re(constellation_re[7]),
    .X_7_im(constellation_im[7]),
    .Y_0_re(Y_0_re),
    .Y_0_im(Y_0_im),
    .Y_1_re(Y_1_re),
    .Y_1_im(Y_1_im),
    .Y_2_re(Y_2_re),
    .Y_2_im(Y_2_im),
    .Y_3_re(Y_3_re),
    .Y_3_im(Y_3_im),
    .Y_4_re(Y_4_re),
    .Y_4_im(Y_4_im),
    .Y_5_re(Y_5_re),
    .Y_5_im(Y_5_im),
    .Y_6_re(Y_6_re),
    .Y_6_im(Y_6_im),
    .Y_7_re(Y_7_re),
    .Y_7_im(Y_7_im)
    );
endmodule
[/design/flow/run.sh]
#!/bin/bash
# OpenROAD 26Q1-2900-gdf79404cd8, Yosys 0.63+post, stock flow scripts
make -C /OpenROAD-flow-scripts/flow DESIGN_CONFIG=/design/flow/config.mk WORK_HOME=/design/flow/orfs finish
[/design/flow/config.mk]
export PLATFORM = sky130hd
export DESIGN_NAME = modulator
export DESIGN_NICKNAME = modulator
export VERILOG_FILES = /design/flow/design.v
export SDC_FILE = /design/flow/constraint.sdc
export NUM_CORES = 4
export LEC_CHECK = 1
export CORE_AREA = 10 10 141 141
export DIE_AREA = 0 0 151 151
export SYNTH_HDL_FRONTEND = slang
[/design/flow/constraint.sdc]
current_design modulator

set clk_period 5.2
set clk_io_pct 0.2

create_clock -name clk0 -period $clk_period [get_ports {clk}]

set non_clock_inputs [all_inputs -no_clocks]
set_input_delay [expr $clk_period * $clk_io_pct] -clock clk0 $non_clock_inputs
set_output_delay [expr $clk_period * $clk_io_pct] -clock clk0 [all_outputs]
==> flow_summary.ini <==
; physical design summary
[synthesis]
synth-edff-count = 0
topCellsByArea = buf_4, dfxtp_1, ha_1
ys.flops = 59
top_cell_area_share_pct = 32.37
syn_area_um2 = 5682
ys_types = 54
netlist_instances = 685
ys_warn_count = 0
yosysMostFrequentCell = buf_4
synth-async-reset-ratio_pct = 0
yosys_cells = 685
yosys.area.top_type = buf_4
ff_type = dfxtp_1
synth.avg_cell_area_um2 = 8.294
ys_area_um2 = 5682
common_cells = buf_4, dfxtp_1, nor2_1, ha_1, inv_1
postSynthSeqShare_pct = 20.79

[critical_path]
crit_required_ns = 5.39
critPathMaxFanout = 2
cp-start-kind = input port
timing.rr.start = ifft8.stage_1_instance_2.Y_0_re[1]
worstReg2RegEnd = ifft8.stage_2_instance_2.Y_0_re[13]
reg2regPathDepth = 9
path_class = in -> reg
cp.arrival_ns = 3.07
end_kind = flop
rrSetupSlack_ns = 2.95

[clock_network]
numCtsBuffers = 9
path_clk_slew_ns = 0.05
ctsHoldBuffers = 0
cts_resized = 0
tritoncts = built
htree_levels = 3
clock_latency_ns = 0.32
clockBufferDepth = 2
clockRootBuffer = clkbuf_16
post_cts_buffers = 0
cts_sinks = 59

[timing]
fmax_ghz = 0.3473
setup_viol = 0
relSlewSlack_pct = 56.93
finalHoldViolCount = 0
min_period_over_period_pct = 55.37
maxSlewViolCount = 0
fin_tns_setup_ns = 0
finalClockSkew_ns = 0.006989
worst_pin_slew_ns = 0.6460
rsz0062_at_grt = false
layout_min_cycle_time_ns = 2.879

[global_routing]
grt_start_max_net_pins = 68
grt_pass1_wl_mm = 16.99
antenna_found_initial = 0
grt_pass1_vias = 3718
track_usage_pct = 8.962
gr-total-overflow = 0

[placed_design]
dpl_cell_area_um2 = 5346
gp_congestion = 0.8895
dpl.hpwl_mm = 8.995
port_buffers = 43

[route]
wl_per_cell_um = 11.41
diodes = 0
drtPass1Iterations = 4
drt_wl_total_mm = 10.67
vias = 3545
detail-route-antenna-nets = 0
vias_per_cell = 3.791
drtIter0Drc = 130
drc = 0

[floorplanning]
fp.dieH_um = 151
core_um2 = 16700
die_w_um = 151
chip_area_um2 = 22800
ios = 290
rows = 47
fp_util_pct = 34.02

[finish]
drive_gt1_share_pct = 5.175
syn2layout_area_growth_pct = -0.2863
nFillCells = 1735
final_area_um2 = 5665

[hold_path]
hp-class = reg -> reg
whs_path_depth = 2
min_from = ifft8.stage_1_instance_1.Y_0_re[1]
hold-path-endpoint = ifft8.stage_2_instance_1.Y_0_re[1]

[pwr]
p_comb_share_pct = 29.5
irDropWorstVdd_uv = 206.8
p_leak_nw = 2.843
clockPowerShare_pct = 36.6
p_int_mw = 1.200
sw_frac_of_total_pct = 28.92
power_density_nw_per_um2 = 298.0
pwr-share-seq_pct = 33.8
p_switching_mw = 0.4883

[status]
status = finished clean

[flow_run]
max_cap_violations = 0
tool_warnings = 55
[layout make-up]
class / count / area (um2) / area share (%)
Inverter: 50 / 187.7 / 3.313
Timing Repair Buffer: 44 / 432.9 / 7.641
Tap cell: 220 / 275.3 / 4.859
Sequential cell: 59 / 1181 / 20.85
Multi-Input combinational cell: 546 / 3269 / 57.71
Clock buffer: 10 / 229.0 / 4.042
Clock inverter: 6 / 90.09 / 1.590
[layout by cell type, fill, tap and decap left out, drive strengths merged, types with 4 or more instances in the layout]
cell and instances:
conb 230, dfxtp 59, nor2 58, inv 50, ha 50, clkdlybuf4s50 42
a21oi 27, nor2b 18, nand2 17, o21ai 16, fa 14, xor2 11
or2 10, clkbuf 10, nor3 9, a211oi 8, a21o 6, o211ai 6
xnor2 5, nand3 5, a31oi 5, nor3b 5, nand4 5, nand2b 5
mux2 5, o21a 4
[kinds of logic (layout without fill, tap and decap cells)]
logic type               after synthesis  count (layout)  synth area share, %
multiplexers                           8               8                1.585
adder cells (fa/ha/maj)               64              64                15.94
other                                  1             230              0.06600
buffers and inverters                309             110                36.80
AND-OR/OR-AND                         92              92                10.81
flip-flops                            59              59                20.79
XOR/XNOR                              16              16                2.466
AND/OR/NAND/NOR                      136             136                11.54
[worst max-delay path, cell delays in order]
cell and delay [ns]:
clkdlybuf4s50_1 0.49, inv_1 0.05, ha_1 0.28, inv_1 0.06
ha_1 0.14, inv_1 0.06, fa_1 0.39, fa_1 0.42
nor2b_1 0.13
[through the flow]
step	setup WS, ns	total power [mW]	cells	hold WS (ns)	util (%)
3_5_place_dp	1.971	1.090	919	0.5530	32.01
6_report	2.321	1.688	935	0.5561	33.92
3_3_place_gp	1.999	1.090	919	0.5432	32.01
2_1_floorplan	2.560	1.051	914	0.5241	-
4_1_cts	2.315	1.718	935	0.5659	33.92
5_1_grt	2.208	1.822	935	0.6081	33.92
[layer usage]
metal / up-vias / GRT usage, % / routed length [um]
li1: 1802 / - / -
met1: 1568 / 10.81 / 4556
met2: 167 / 15.69 / 5173
met3: 8 / 2.877 / 827
met4: 0 / 1.155 / 108
met5: - / 0 / 0
[power groups by stage]
stage | sequential (mW) | clock, mW | combinational, mW
finish | 0.571 | 0.619 | 0.499
CTS | 0.574 | 0.632 | 0.512
global route | 0.581 | 0.658 | 0.583
[how the worst max path moves through the flow]
| stage | from | end | slack, ns | depth (start not counted) |
|---|---|---|---|---|
| 4_1_cts | data_in[26] | ifft8.stage_1_instance_2.Y_0_re[6] | 2.31 | 9 |
| 5_1_grt | data_in[26] | ifft8.stage_1_instance_2.Y_0_re[6] | 2.21 | 9 |
| 6_report | data_in[26] | ifft8.stage_1_instance_2.Y_0_re[6] | 2.32 | 9 |
[state kept, by name, indices dropped and copies added, names as in the netlist]
signal / flops
ifft8.stage_1_instance_3.Y_0_re: 3
ifft8.stage_1_instance_2.Y_0_re: 5
ifft8.stage_2_instance_2.Y_0_re: 15
ifft8.stage_3_instance_1.Y_0_re: 13
ifft8.stage_1_instance_1.Y_0_re: 4
ifft8.stage_1_instance_4.Y_0_re: 4
ifft8.stage_2_instance_1.Y_0_re: 15
No activity file was given, so power comes from the tool's default toggle rates.
